File: design/flow/config.mk
export PLATFORM = sky130hd
export DESIGN_NAME = carry_select_adder
export DESIGN_NICKNAME = carry_select_adder
export VERILOG_FILES = /design/flow/design.v
export SDC_FILE = /design/flow/constraint.sdc
export NUM_CORES = 4
export LEC_CHECK = 1
export CORE_UTILIZATION = 50
File: design/flow/constraint.sdc
current_design carry_select_adder

set clk_period 36.8
set clk_io_pct 0.2

create_clock -name clk0 -period $clk_period [get_ports {clock}]

set non_clock_inputs [all_inputs -no_clocks]
set_input_delay [expr $clk_period * $clk_io_pct] -clock clk0 $non_clock_inputs
set_output_delay [expr $clk_period * $clk_io_pct] -clock clk0 [all_outputs]
File: design/flow/design.v
module RCA1(
		input a, b, cin,
		output s, cout
	);
    assign s = a ^ b ^ cin;
    assign cout = (a & b) | ((a ^ b) & cin);
endmodule
module ripple_carry_adder_8
	(
		input [7:0] a,
		input [7:0] b,          
		input cin,
		output [7:0] s,
		output cout
	);
	logic [8:0] c;
	assign c[0] = cin;
    assign cout = c[8];
	genvar i;
    generate
		for (i = 0; i < 8; i = i + 1) begin : rca
			RCA1 FA (.a(a[i]), .b(b[i]), .cin(c[i]), .s(s[i]), .cout(c[i+1]));
		end
	endgenerate
endmodule
module carry_select_adder
    (
        input logic          clock,
        input logic          reset,
		input logic [64-1:0] a,
		input logic [64-1:0] b,
		input logic carry_in,
		output logic [64-1:0] s,
		output logic carry_out
	);
    logic [64-1:0] s_next;
    logic [7:0] s0 [7:0], s1 [7:0], s_sel [7:0];
    logic       cout0[7:0], cout1[7:0], carry [8:0];
    assign carry[0] = carry_in;
    genvar i;
    generate
        for (i = 0; i < 8; i++) begin : block
            ripple_carry_adder_8 rca0 (
                .a   (a[i*8 +: 8]),
                .b   (b[i*8 +: 8]),
                .cin (1'b0),
                .s (s0[i]),
                .cout(cout0[i])
            );
            ripple_carry_adder_8 rca1 (
                .a   (a[i*8 +: 8]),
                .b   (b[i*8 +: 8]),
                .cin (1'b1),
                .s (s1[i]),
                .cout(cout1[i])
            );
            assign s_sel[i]   = (carry[i] == 1'b0) ? s0[i]   : s1[i];
            assign carry[i+1] = (carry[i] == 1'b0) ? cout0[i] : cout1[i];
        end
    endgenerate
    assign s_next = {
        s_sel[7], s_sel[6], s_sel[5], s_sel[4],
        s_sel[3], s_sel[2], s_sel[1], s_sel[0]
    };
    always_ff @(posedge clock) begin
        if (reset) begin
            s <= '0;
            carry_out <= '0;
        end else begin
            s <= s_next;
            carry_out <= carry[8];
        end
    end
endmodule
File: design/flow/run.sh
#!/bin/bash
# OpenROAD 26Q1-2900-gdf79404cd8, Yosys 0.63+post, stock flow scripts
make -C /OpenROAD-flow-scripts/flow DESIGN_CONFIG=/design/flow/config.mk WORK_HOME=/design/flow/orfs finish
==> run summary <==
yosys + openroad results -> hold path cells=3, CTS Hold Buffers Added=0, routability cong.=0.7998, I/O pin count=196, GRT Total Usage=0.2312, Die Y-Extent=83.89 um, num rows=29, Post-CTS Repair Setup Buffers=0, H-tree depth=3, Slew @ Worst Pin=0.7592 ns, Top cells by area=dfxtp_1 (39%), fa_1 (33%), nor2b_1 (7.3%), Synth Seq Share=0.3881, WL final=7233 um, ANT cells=0, initial antenna violation count=0, root buffer selected by CTS=clkbuf_8, yosys cell count=252, max-slew violation count=0, area leader, netlist=dfxtp_1, Top cell by count, worst path=fa_1, Post-DP HPWL=5911 um, IO Port Bufs=195, DIE WIDTH=83.89 um, Post-DP Area=0.005331 sq mm, Most used DFF post-synth=dfxtp_1, CTS tree=built, leakage power total=2.256 nW, CP peak stage delay=0.45 ns, CP Capture Type=flip-flop, synthesized area=0.003353 sq mm, Core Footprint=0.006422 sq mm, Crit path required time=37.07 ns, Vias=2433, drt initial violations=69, largest net degree at the start of global routing=66, Slowest cell on crit path=fa_1, CTS sink count=65, Power Density=35.79 mW/mm^2, worst hold start=reset, status=completed, Area leader share=0.3881, area reported by Yosys stat=0.003353 sq mm, Unique masters post-synth=12, RSZ-0062 raised after global routing=false, nature of the critical path startpoint=input pin, ys async rst share=0, most numerous cell in the Yosys netlist=dfxtp_1, overall power=197.7 uW, Worst Setup Slack, final=5.507 ns, final setup vio count=0, Post-synth regs=65, Init Core Util=0.5221, antenna viol nets, final=0, HP Class=input pin to flip-flop, Max transition margin=0.4939, max-cap violations=0, fin crit share=0.8503, critical path type=input pin to flip-flop, first-pass GRT wire length=11670 um, TritonCTS Buffers=9, Mapped Cells=252, critical-path maximum fanout=3, commonest cells in the netlist=dfxtp_1 (65), fa_1 (56), nor2b_1 (39), Log Warnings=34, total negative slack=0 ns, Yosys warnings=9, Max Buffers Root-to-Sink=2, DRC Markers=0, Remaining Overflow, GRT=0, post-place setup slack=5.161 ns, number of enable flip-flop cells=0, Initial DRT Pass Iterations=26, Design Area, Final=0.005524 sq mm, Die ar.=0.007038 sq mm, Critical Path AT=31.56 ns, hold_ws=7.668 ns, CTS clk-pin slew, worst paths=0.07 ns, mean post-synth cell area=13.31 sq um, fillcell total=315, via/cell ratio=4.556, vias in the first global route=2568, drt wl/cell=13.54 um, Final Hold Violating Endpoints=0, Hold Path End=s[63]$_SDFF_PP0_, share of cells above drive strength 1=0.07221, Final Critical Period=31.29 ns, Layout area overhead=64.74%, post_cts resized=0, fmax=31.96 MHz, maximum vdd drop=0.00002934 V
[how the worst max path moves through the flow]
stage	start	to	slack (ns)	cells after the start
5_1_grt	b[0]	s[63]$_SDFF_PP0_	4.66	72
4_1_cts	a[0]	s[63]$_SDFF_PP0_	5.51	72
6_report	a[0]	s[63]$_SDFF_PP0_	5.51	72
[layer usage]
metal | vias up | part of all wire | routed length [um] | GRT usage
met2 | 124 | 0.50 | 3587 | 0.3681
met5 | - | 0 | 0 | 0
met3 | 18 | 0.15 | 1051 | 0.1225
met1 | 1140 | 0.33 | 2385 | 0.2896
met4 | 0 | 0.029 | 208 | 0.05643
li1 | 1151 | - | - | -
[placed cells by master, fill, tap and decap left out]
cell type | synthesis | final
clkdlybuf4s50_1 | 0 | 194
dfxtp_1 | 65 | 65
fa_1 | 56 | 56
nor2b_1 | 39 | 39
inv_1 | 24 | 24
nor2b_2 | 16 | 16
ha_1 | 16 | 16
nor2_1 | 13 | 13
clkbuf_8 | 0 | 13
xnor2_1 | 8 | 8
mux2i_1 | 5 | 5
a21oi_1 | 3 | 3
clkinv_2 | 0 | 2
clkbuf_1 | 0 | 1
buf_2 | 1 | 1
buf_4 | 0 | 1
[power breakdown]
part	switching [mW]	internal (mW)
sequential	0.00234	0.0799
clock	0.0256	0.0317
combinational	0.0169	0.0413
total	0.0449	0.153
[cell families (layout without fill, tap and decap cells)]
logic type,Yosys count,in the layout,synth area share
flops,65,65,0.3881
buf+inv,31,236,0.04851
compound gates,3,3,0.004476
simple gates,68,68,0.1291
xor+xnor,8,8,0.02090
fa+ha+maj,72,72,0.3940
mux,5,5,0.01493
[registers in the layout, indices dropped and copies added, names as in the netlist]
signal and flops:
carry_out 1, s 64
[stage by stage]
step,utilization,std cells
floorplan,-,252
global placement,0.8301,518
detailed placement,0.8301,518
CTS,0.8601,534
global route,0.8601,534
finish,0.8601,534
[worst max-delay path: cells and delay by family]
family                   cells  cell delay, ns
adder cells (fa/ha/maj)     57           22.32
multiplexers                 5            0.72
buffers and inverters        3            0.54
AND/OR/NAND/NOR              4            0.45
AND-OR/OR-AND                3            0.19
[final cells by class]
cell class,instances,area (sq um),share of cell area
clock inverter,2,10.01,0.001812
multi-input combinational,156,1889,0.3420
timing repair buffer,196,1954,0.3538
sequential,65,1301,0.2356
tap,77,96.34,0.01744
clock buffer,14,182.7,0.03307
inverter,24,90.09,0.01631
Power is estimated from default activity; no workload was simulated.
